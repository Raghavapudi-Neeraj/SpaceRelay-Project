==> /design/flow/config.mk <==
export PLATFORM = sky130hd
export DESIGN_NAME = framer
export DESIGN_NICKNAME = framer
export VERILOG_FILES = /design/flow/design.v
export SDC_FILE = /design/flow/constraint.sdc
export NUM_CORES = 4
export LEC_CHECK = 1
export CORE_UTILIZATION = 50
==> /design/flow/constraint.sdc <==
current_design framer

set clk_period 4.3
set clk_io_pct 0.2

create_clock -name clk0 -period $clk_period [get_ports {clk}]

set non_clock_inputs [all_inputs -no_clocks]
set_input_delay [expr $clk_period * $clk_io_pct] -clock clk0 $non_clock_inputs
set_output_delay [expr $clk_period * $clk_io_pct] -clock clk0 [all_outputs]
==> /design/flow/design.v <==
`timescale 1ns / 1ps
module framer 
    #(parameter PREAMBLE_BITS = 64,
    parameter HEADER_BITS   = 960, 
    parameter PAYLOAD_BITS  = 8416,
    parameter CRC_BITS      = 32, 
    parameter PL_RATE = 0,
    parameter DATA_WIDTH = 8)
(
    input  wire                      clk,
    input  wire                      rst_n,
    input  wire                      start_frame,
    input  wire [1:0]                frame_type,     
    input  wire [15:0]               txfn,           
    input  wire                      payload_valid,
    input  wire [DATA_WIDTH-1:0]     payload_data,
    input  wire [15:0]               payload_len,     
    output reg                       busy,
    output reg                       frame_done,
    output reg                       frame_valid,
    output reg  [DATA_WIDTH-1:0]     frame_data
);
    localparam [63:0] PREAMBLE_VALUE = 64'h53225b1d0d73df03;
    function integer get_parity_bytes(input integer rate);
        case (rate)
            0: get_parity_bytes = 0;       
            1: get_parity_bytes = 288;     
            2: get_parity_bytes = 432;     
            3: get_parity_bytes = 624;     
            default: get_parity_bytes = 1152;   
        endcase
    endfunction
    localparam PREAMBLE_BYTES = PREAMBLE_BITS / DATA_WIDTH;   
    localparam HEADER_BYTES   = HEADER_BITS / DATA_WIDTH;     
    localparam PAYLOAD_BYTES  = PAYLOAD_BITS / DATA_WIDTH;    
    localparam CRC_BYTES      = CRC_BITS / DATA_WIDTH;        
    localparam PARITY_BYTES   = get_parity_bytes(PL_RATE);    
    localparam TOTAL_BYTES    = PREAMBLE_BYTES + HEADER_BYTES + PAYLOAD_BYTES + CRC_BYTES + PARITY_BYTES;
    localparam [2:0] ST_IDLE     = 3'd0;
    localparam [2:0] ST_PREAMBLE = 3'd1;
    localparam [2:0] ST_HEADER   = 3'd2;
    localparam [2:0] ST_PAYLOAD  = 3'd3;
    localparam [2:0] ST_CRC      = 3'd4;
    localparam [2:0] ST_PARITY   = 3'd5;
    localparam [2:0] ST_DONE     = 3'd6;
    reg [2:0]  present_state;
    reg [2:0]  next_state;
    reg [11:0] byte_cnt;           
    reg [15:0]  payload_len_reg;   
    reg [14:0]  prbs_lfsr;         
    reg [31:0]  crc_reg;           
    reg [959:0] header_reg;       
      wire prbs_bit = prbs_lfsr[14] ^ prbs_lfsr[13];
      wire [14:0] prbs_stream = {prbs_lfsr[13:0], prbs_bit};
      wire [DATA_WIDTH-1:0] prbs_data = (DATA_WIDTH <= 15) ? prbs_stream[14 -: DATA_WIDTH] :
                         {prbs_stream, {(DATA_WIDTH-15){1'b0}}};
    function [31:0] crc32_byte;
        input [31:0] crc;
        input [DATA_WIDTH-1:0] data;
        integer i;
        reg [31:0] temp_crc;
        reg [DATA_WIDTH-1:0] temp_data;
        begin
            temp_crc = crc;
            temp_data = data;
            for (i = 0; i < DATA_WIDTH; i = i + 1) 
            begin
                if (temp_crc[0] ^ temp_data[0]) 
                begin
                    temp_crc = {1'b0, temp_crc[31:1]} ^ 32'hEDB88320;
                end 
                else 
                begin
                    temp_crc = {1'b0, temp_crc[31:1]};
                end
                temp_data = {1'b0, temp_data[DATA_WIDTH-1:1]};
            end
            crc32_byte = temp_crc;
        end
    endfunction
    always @(posedge clk or negedge rst_n) begin
        if (!rst_n)
            present_state <= ST_IDLE;
        else
            present_state <= next_state;
    end
    always @(*) 
    begin
        next_state = present_state;
        case (present_state)
            ST_IDLE: begin
                if (start_frame)
                    next_state = ST_PREAMBLE;
            end
            ST_PREAMBLE: 
            begin
                if (byte_cnt == PREAMBLE_BYTES - 1)
                    next_state = ST_HEADER;
            end
            ST_HEADER: 
            begin
                if (byte_cnt == HEADER_BYTES - 1)
                    next_state = ST_PAYLOAD;
            end
            ST_PAYLOAD: 
            begin
                if (byte_cnt == PAYLOAD_BYTES - 1)
                    next_state = ST_CRC;
            end
            ST_CRC: 
            begin
                if (byte_cnt == CRC_BYTES - 1) 
                begin
                    if (PARITY_BYTES > 0)
                        next_state = ST_PARITY;
                    else
                        next_state = ST_DONE;
                end
            end
            ST_PARITY: 
            begin
                if (byte_cnt == PARITY_BYTES - 1)
                    next_state = ST_DONE;
            end
            ST_DONE: 
                    next_state = ST_IDLE;
            default: 
                next_state = ST_IDLE;
        endcase
    end
    always @(posedge clk or negedge rst_n) 
    begin
        if (!rst_n) 
        begin
            byte_cnt <= 12'd0;
        end 
        else if (present_state != ST_IDLE && present_state != ST_DONE) 
        begin
            if (present_state != next_state)
                byte_cnt <= 12'd0;
            else if (byte_cnt < 12'd4095)
                byte_cnt <= byte_cnt + 12'd1;
        end 
        else 
        begin
            byte_cnt <= 12'd0;
        end
    end
    always @(posedge clk or negedge rst_n) 
    begin
        if (!rst_n) 
        begin
            prbs_lfsr <= 15'h7FFF;
        end 
        else if (start_frame) 
        begin
            prbs_lfsr <= {1'b1, txfn[13:0]};
        end 
        else 
        begin
            prbs_lfsr <= {prbs_lfsr[13:0], prbs_bit};
        end
    end
    always @(posedge clk or negedge rst_n) 
    begin
        if (!rst_n) 
        begin
            payload_len_reg <= 16'd0;
            header_reg <= 960'd0;
            crc_reg <= 32'hFFFFFFFF;
        end 
        else if (start_frame) 
        begin
            payload_len_reg <= payload_len;
          header_reg <= {
                txfn[7:0],   
                txfn[15:8],  
                16'h0000, 16'h00,   
                {frame_type[1], PL_RATE[3:0], 3'd0},
                {7'd0, frame_type[0]},
                48'h0000000000,
                {payload_len[15:8], payload_len[7:0]},
                832'd0
            };
            crc_reg <= 32'hFFFFFFFF;
        end 
        else if (present_state == ST_PAYLOAD && payload_valid) 
        begin
            crc_reg <= crc32_byte(crc_reg, payload_data);
        end
    end
    always @(posedge clk or negedge rst_n)
     begin
        if (!rst_n) 
        begin
            frame_valid <= 1'b0;
            frame_data <= {DATA_WIDTH{1'b0}};
            busy <= 1'b0;
            frame_done <= 1'b0;
        end 
        else 
        begin
            frame_done <= 1'b0;
            busy <= (present_state != ST_IDLE) && (present_state != ST_DONE);
            if (present_state != ST_IDLE && present_state != ST_DONE) 
            begin
                frame_valid <= 1'b1;
                case (present_state)
                    ST_PREAMBLE: 
                    begin
                        frame_data <= PREAMBLE_VALUE[PREAMBLE_BITS-1 - byte_cnt*DATA_WIDTH -: DATA_WIDTH];
                    end
                    ST_HEADER: 
                    begin
                        frame_data <= header_reg[HEADER_BITS-1 - byte_cnt*DATA_WIDTH -: DATA_WIDTH];
                    end
                    ST_PAYLOAD: 
                    begin
                        frame_data <= (payload_valid && byte_cnt < payload_len_reg) ? payload_data : prbs_data;
                    end
                    ST_CRC: 
                    begin
                        frame_data <= crc_reg[CRC_BITS-1 - byte_cnt*DATA_WIDTH -: DATA_WIDTH];
                    end
                    ST_PARITY: 
                    begin
                        frame_data <= {DATA_WIDTH{1'b0}};   
                    end
                    default: begin
                        frame_data <= {DATA_WIDTH{1'b0}};
                    end
                endcase
            end 
            else 
            begin
                frame_valid <= 1'b0;
                frame_data <= {DATA_WIDTH{1'b0}};
            end
            if (present_state == ST_DONE)
                frame_done <= 1'b1;
        end
    end
endmodule
==> /design/flow/run.sh <==
#!/bin/bash
# OpenROAD 26Q1-2900-gdf79404cd8, Yosys 0.63+post, stock flow scripts
make -C /OpenROAD-flow-scripts/flow DESIGN_CONFIG=/design/flow/config.mk WORK_HOME=/design/flow/orfs finish
==> run notes <==
impl run done, here's what came out: CTS H-tree depth=3, Register Area=2710 sq um, Post-synth regs=106, Worst-Skew Late Latency=0.36 ns, hold buffers post-CTS=0, Clock Path Buffers=2, Dominant flop cell=dfrtp_1, Row Count=41, first-pass GRT wire length=26100 um, # fillers=1118, Worst-path clk slew=0.07 ns, post-synthesis adder-cell area fraction=3.99%, chip width=117 um, vias in the first global route=4963, fin worst setup slack=1.35 ns, reg2reg setup slack=1.35 ns, CTS Sinks=106, Compound-Gate Fraction of Synth Area=16.1%, Yosys chip area=6590 sq um, Synth Seq Share=41.2%, MUX share of area=4.12%, Layout Utilization=59.5%, largest area contributor in the netlist=dfrtp_1, Final GP Congestion=0.911, Worst R2R Path Depth=8, Setup TNS=0 ns, distinct lib cells=68, Final Hold Fails=0, CTS tree=yes, chip area=13600 sq um, layout cells sized above 1=17.6%, top cells by area=dfrtp_1 22%, dfstp_2 19%, xnor2_1 6.8%, 1st-pass router iterations=5, Worst setup startpoint=byte_cnt[3], Power, Total=2.23 mW, core area=12700 sq um, Avg Cell Area, Syn=9.29 sq um, xor/xnor share=13.7%, simple share=15.5%, min-delay worst type=primary input to asynchronous set/reset pin, placed insts=908, wire length per cell=17.2 um, fin. max-slew vios=0, minimum clock period=2.95 ns, FFs w/ async S/R, synth=100%, DPL Wire Length=11700 um, CP arrival=3.18 ns, final setup violation count=0, CTS Buf Count=9, reg-to-reg startpoint=byte_cnt[3], Iter 0 DRT Violations=408, Routed WL=15900 um, worst vdd ir=0.336 mV, number of I/O port buffers=56, CP Capture Point=frame_data[0], actual slew at the worst max-slew pin=0.692 ns, status=finished, final reports clean, Worst Path Required=4.53 ns, initial antenna violation count=0, comb area leader=AND-OR/OR-AND gates, reg-to-reg endpoint=frame_data[0], Vias=5190, n_diodes=0, FMAX=0.339 GHz, CP Max Fanout=11, Worst slew margin=53.6%, RSZ-0062 raised after global routing=no, number of enable flip-flop cells=0, PwrDens=295 nW/um^2, Synth Warn #=1, PostCTS Resize Cnt=0, GRT Total Usage=25.9%, Max Cap Viol=0, Top-area cell share=22.4%, pin count of the biggest net entering global routing=77, Synth Instances=709, OpenROAD warnings=32, Setup WS pre-CTS=1.36 ns, Setup crit end kind=register, critical setup path kind=register to register, total congestion overflow=0, post-layout period usage of the worst path=68.6%, cell area after synthesis=6590 sq um, DR DRC count=0, P&R area growth vs syn=14.9%, Multi-input gate area=3530 sq um, Pre-Place Util=51.8%, max FFs per register=32, post-CTS setup buffers=0, Clock Tree Root=clkbuf_16, Routed Antenna Nets=0, CP Launch Type=register, post-DR vias/cell=5.62, Ports=57, Leak=3.03 nW, skew final=0.0114 ns, number of cells in Yosys stat=709, chip height=117 um, Final Non-Filler Cells=924
cells in the mapped netlist (2+ instances only):
cell type  instances
o22a_1             4
nor3_1             7
or4_4              2
nand2_1           56
a22oi_1            7
nor4_1             2
dfstp_2           47
nor2_1            49
xnor2_1           51
nand2b_1           5
mux2_2            16
mux2i_1            8
o211ai_1           2
or2_2              2
nor3b_1            4
o32ai_1            3
dfrtp_1           59
o21ai_0           64
nor2b_1            5
a32o_1             3
a21oi_1           57
and2_1             2
a211oi_1           2
xor2_1            26
nor2_2            10
buf_6              2
o221ai_1           6
nand3b_1           3
nand3_1           26
buf_1              5
a31oi_1           14
ha_1              21
buf_2              8
o21ai_1            2
xnor2_2           14
or4_1              2
clkbuf_1          22
nand4_1            6
inv_1             47
and3_1             9
or3b_2             2
layer usage:
layer,vias to the layer above,share of wire [%],GRT usage [%],routed length [um]
met1,2475,49,43.1,7740
met4,0,1.9,5.40,310
met3,22,6.2,4.67,983
li1,2527,-,-,-
met5,-,0,0,0
met2,166,43,36.8,6900
cell type report:
class / instances / share of cell area (%)
Timing Repair Buffer: 66 / 8.29
Tap cell: 172 / 2.84
Inverter: 48 / 2.38
Multi-Input combinational cell: 516 / 46.6
Clock inverter: 7 / 1.07
Clock buffer: 9 / 2.97
Sequential cell: 106 / 35.8
worst max-delay path: stages (launching register included):
cell and delay, ns:
dfrtp_1 0.61, inv_1 0.26, ha_1 0.36, and3b_1 0.35
o21ai_0 0.12, and3_1 0.23, o31ai_4 0.46, a21oi_1 0.10
a211o_1 0.33
kinds of logic after synthesis:
| logic type | count (synthesis) |
|---|---|
| AOI/OAI and AO/OA | 178 |
| and+or+nand+nor | 201 |
| adders and majority gates | 21 |
| DFF | 106 |
| buffers and inverters | 87 |
| xor gates and xnor gates | 91 |
| muxes | 25 |
power breakdown:
group          internal (mW)  total [mW]  switching [mW]
sequential              1.05        1.08          0.0257
clock                  0.462       0.859           0.397
combinational          0.141       0.299           0.158
stage by stage:
stage | hold slack [ns] | instance area, sq um
after floorplan | 0.439 | 6590
after global placement | 0.446 | 7270
after detailed placement | 0.449 | 7270
after CTS | 0.447 | 7570
after global routing | 0.460 | 7570
final | 0.431 | 7570
how the worst min path moves through the flow:
stage	end	slack [ns]	cells after the start
finish	present_state[1]	0.43	1
global route	present_state[1]	0.46	1
CTS	frame_done	0.45	1
cell usage in the layout (no fill, tap or decap), types with 21 or more instances in the layout:
master            n
a21oi_1          57
clkdlybuf4s50_1  54
dfrtp_1          59
dfstp_2          47
ha_1             21
inv_1            47
nand2_1          56
nand3_1          26
nor2_1           48
o21ai_0          64
xnor2_1          50
xor2_1           26
Power is estimated from default activity; no workload was simulated.
